==> flow/design.v <==
`timescale 1ns / 1ps
module bcd_counter_4_digit(bcdcount,sclk);
input sclk;
output reg [15:0]bcdcount=0;
always@(posedge sclk) begin
if(bcdcount[3:0]==9)begin
bcdcount[3:0]=0;
if(bcdcount[7:4]==9)begin
bcdcount[7:4]=0;
if(bcdcount[11:8]==9)begin
bcdcount[11:8]=0;
if(bcdcount[15:12]==9)
bcdcount[15:12]=0;
else
bcdcount[15:12]=bcdcount[15:12]+1;
end
else
bcdcount[11:8]=bcdcount[11:8]+1;
end
else
bcdcount[7:4]=bcdcount[7:4]+1;
end
else
bcdcount[3:0]=bcdcount[3:0]+1;
end
endmodule
`timescale 1ns / 1ps
module counter_7_segment(seg,an,clk);
input clk;
output reg [0:6] seg;
output reg [3:0] an;
wire [1:0] ledcount;
reg [19:0] tclk=0;
wire sclk;
wire [15:0]bcdcount;
reg [3:0]lednumber;
slow_clock_4Mhz S1(sclk,clk);
bcd_counter_4_digit C1(bcdcount,sclk);
always@(posedge clk)
tclk=tclk+1;
assign ledcount=tclk[19:18]; 
always@(*) 
case(ledcount)
2'b00:begin
an=4'b1110;
lednumber=bcdcount[3:0];
end
2'b01:begin
an=4'b1101; 
lednumber=bcdcount[7:4];
end
2'b10:begin 
an=4'b1011; 
lednumber=bcdcount[11:8];
end
2'b11:begin 
an=4'b0111; 
lednumber=bcdcount[15:12];
end
default:begin
an=4'b1111;
lednumber=0;
end
endcase
always@(lednumber)
case(lednumber)
0:seg=7'b0000001;
1:seg=7'b1001111;
2:seg=7'b0010010;
3:seg=7'b0000110;
4:seg=7'b1001100;
5:seg=7'b0100100;
6:seg=7'b0100000;
7:seg=7'b0001111;
8:seg=7'b0000000;
9:seg=7'b0000100;
default:seg=7'b0000001;
endcase
endmodule
`timescale 1ns / 1ps
module slow_clock_4Mhz(sclk,clk);
input clk;
output reg sclk=0;
reg [23:0] count=0;
always@(posedge clk) begin
count<=count+1;
if(count==12500000)
begin
count<=0;
sclk=!sclk;
end
end
endmodule
==> flow/run.sh <==
#!/bin/bash
# OpenROAD 26Q1-2900-gdf79404cd8, Yosys 0.63+post, stock flow scripts
make -C /OpenROAD-flow-scripts/flow DESIGN_CONFIG=/design/flow/config.mk WORK_HOME=/design/flow/orfs finish
==> flow/config.mk <==
export PLATFORM = sky130hd
export DESIGN_NAME = counter_7_segment
export DESIGN_NICKNAME = counter_7_segment
export VERILOG_FILES = /design/flow/design.v
export SDC_FILE = /design/flow/constraint.sdc
export NUM_CORES = 4
export LEC_CHECK = 1
export CORE_UTILIZATION = 30
==> flow/constraint.sdc <==
current_design counter_7_segment

set clk_period 4.1
set clk_io_pct 0.2

create_clock -name clk0 -period $clk_period [get_ports {clk}]

set non_clock_inputs [all_inputs -no_clocks]
set_input_delay [expr $clk_period * $clk_io_pct] -clock clk0 $non_clock_inputs
set_output_delay [expr $clk_period * $clk_io_pct] -clock clk0 [all_outputs]
==> reports/notes.md <==
The cell area that synthesis handed to floorplanning was 2900 um^2. For flop-to-flop paths, the worst setup slack is 2210 ps. Per the finish-stage timing summary, setup violations number 0. Before antenna repair, the detailed router went through 4 iterations. For this run, the script counts the antenna cells in the layout as 0. After detailed routing, the average wire length per cell comes to 10.7 um. The run finished with clean final reports. The most congested layer reported by global routing was met2.

In the post-route analysis, the smallest setup slack over all paths is 891 ps. The run gives 10.1 um^2 for the average size of a mapped cell. Counting both buffers and inverters, the worst setup path holds a total of 2. The final period utilization is 78.3%. The clock period could shrink to 3210 ps. Per the OpenROAD power report, leakage power amounts to 1.14 nW. The run gives 0.312 GHz as the maximum achievable frequency.

In this run the critical path is formed by mux4_2 > inv_1 > ha_1 > nor3b_1 > clkdlybuf4s50_1. The layout summary lists the proportion of cells stronger than drive strength 1 as 7.24%. The number of placed instances, taps included came out at 426. The report puts the hold buffer count at CTS at 0. The tools report the count of different cell masters after synthesis as 38.

The tool warning count for the run is 33. For the max-slew headroom at the worst pin, the log shows 56.0%. The total area inside the core boundary comes to 9280 um^2.

Initial antenna violation count: 0. For the yosys synthesis chip area, the log shows 2900 um^2. Looking at the worst setup and hold paths, the clock pins of their registers show a slew of 80 ps. On the critical path the data arrives at 2390 ps.

The worst register-to-register path ends at S1.count[13]$_SDFF_PN0_. The total die area is 10100 um^2. The logs give 34.9% for the final core utilization and 290 ps for the latest clock arrival within the worst-skew pair. For the global-route usage over all layers, the log shows 10.7%. Of all flip-flops after synthesis, the portion carrying an async set or reset was 0%. The wire length recorded after detailed routing is 4610 um. The run gives 12 for the number of top-level pins. The timing report gives the biggest stage delay along the critical path as 600 ps. Per the TritonCTS log, the buffer count is 5. Per the placement log, port buffering inserted 11 buffers. Global routing used 1.77% of the available met3 tracks.

With the DRC violation count after routing at 0, the count of H-tree levels built during CTS is 2. The critical setup path kind is flop to output pin. End point of the most critical hold path: tclk[0]$_DFF_P_. The run gives 18 as the maximum number of pins on one net before global-route repair. Excluding fillers, the count of instances in the completed layout stands at 433.

The worst hold path cell count is 1. TritonCTS built the clock tree. The first routing iteration left 64 violations.

The report lists the power per cell area as 218 nW/um^2. The synthesized netlist handed to floorplanning was reported with a cell count of 288. The pre-CTS setup check shows a worst slack of 1200 ps. The run gives 960 as the total of fill cells in the finished design. The number of synthesized register bits is 61. The worst setup path is captured at an output pin.

The logs give 0 for the final count of hold timing violations and 3.62 ps for the clock skew after layout. For this run, the register share of the synthesized area comes to 46.6%. Compared with the post-synthesis result, the final layout area differs by 12.0%. Looking at the clock tree report, the maximum root-to-sink buffer count equals 2. The most used flip-flop cell was sky130_fd_sc_hd__dfxtp_1. The global-route track usage on met2 is 16.9%, and the number of warnings printed during yosys synthesis is 3.

Number of enable flip-flop cells: 13. The global-route wire length before repair is 8600 um, and the total count of max-transition violations in the final report is 0. For the post-cts repair resize count, the log shows 0.

The run gives 0 as the remaining number of nets flagged by the antenna check after routing. The placed cell area was 3160 um^2. Maximum ir drop on the vdd rail: 150 uV.

Setup repair after global routing left no endpoint under its margin. The core utilization at floorplan was 31.2%; the y dimension of the die was 100 um. The length in cells of the worst reg-to-reg path is 5. Recorded from the global router log, the overflow total was 0. The via count of the first global-routing pass came out at 1873.

The launch instance of the worst register-to-register path was S1.count[7]$_SDFF_PN0_. Total negative setup slack: 0 ps. The cell type group with the largest total delay on the critical path was buffers and inverters. The routed layout has 1928 vias.

The tools report the final design instance area without fill as 3240 um^2. The type of the worst min-delay path was flop to flop. At the end of routability-driven placement, the weighted congestion stood at 0.855. Per the Yosys statistics, synthesis produced 288 cells. Per the repair_timing log after CTS, setup buffers inserted total 0. Among all stages on the critical path, the largest delay is contributed by sky130_fd_sc_hd__mux4_2. The tools report the global-route met1 utilization as 16.6%. Per the hold report, the tightest min-delay path originates at tclk[0]$_DFF_P_. The report counts max-capacitance violations totalling 0.

Per the CTS log, the root buffer master is sky130_fd_sc_hd__clkbuf_8. With the count of unclocked register or latch pins at 16, the site row count is 35. The tools report the kind of start point of the critical path as a flop. The half-perimeter wire length of the detailed placement result came out at 3450 um. Measured along the x axis, the die boundary spans 100 um. Using the TritonRoute via totals, the vias-per-cell ratio works out to 4.45. The transition time recorded at the tightest slew-check pin is 655 ps. STA puts the critical path data required time at 3280 ps.

STA lists the maximum fanout along the critical path as 9. 28 endpoints have no timing constraint.
[per-stage QoR]
step / hold WS [ps] / power [W]
6_report: 448 / 0.000707
2_1_floorplan: 402 / 0.000448
4_1_cts: 448 / 0.000721
3_5_place_dp: 430 / 0.000448
3_3_place_gp: 426 / 0.000448
5_1_grt: 480 / 0.000742
[report_power, final]
part | switching (W) | leakage [nW] | internal, W | total [W]
Clock | 0.000135 | 0.0443 | 0.000134 | 0.000269
Combinational | 0 | 0.558 | 0 | 0.000000000558
Sequential | 0 | 0.535 | 0.000438 | 0.000438
Total | 0.000135 | 1.14 | 0.000572 | 0.000707
[metal layers]
metal  routed length, um  up-vias
met5                   0        -
met4                  50        0
met3                 116        5
met2                2010       20
met1                2440      879
li1                    -     1024
[Yosys cell counts (3+ instances only)]
cell type                  count  area share [%]
sky130_fd_sc_hd__dfxtp_1      48              33
sky130_fd_sc_hd__xnor2_1      33              10
sky130_fd_sc_hd__nor2_1       32             4.1
sky130_fd_sc_hd__nand2_1      26             3.4
sky130_fd_sc_hd__nand3_1      21             3.6
sky130_fd_sc_hd__inv_1        16             2.1
sky130_fd_sc_hd__ha_1         15             6.5
sky130_fd_sc_hd__edfxtp_1     13              13
sky130_fd_sc_hd__nand4_1      11             2.4
sky130_fd_sc_hd__and3_1        9             1.9
sky130_fd_sc_hd__nand2b_1      8             1.7
sky130_fd_sc_hd__xor2_1        7             2.1
sky130_fd_sc_hd__a21oi_1       5            0.86
sky130_fd_sc_hd__mux4_2        4             3.1
sky130_fd_sc_hd__nor4_1        4            0.86
sky130_fd_sc_hd__o21ai_0       4            0.69
sky130_fd_sc_hd__o21ai_1       3            0.52
[placed cells by master (no fill, tap or decap)]
cell type,n
sky130_fd_sc_hd__xor2_1,7
sky130_fd_sc_hd__clkbuf_1,1
sky130_fd_sc_hd__a21oi_1,5
sky130_fd_sc_hd__nor4_2,1
sky130_fd_sc_hd__and2_1,1
sky130_fd_sc_hd__buf_4,1
sky130_fd_sc_hd__o21ai_0,4
sky130_fd_sc_hd__nand2b_1,8
sky130_fd_sc_hd__and4_1,2
sky130_fd_sc_hd__o22ai_1,1
sky130_fd_sc_hd__o31ai_1,2
sky130_fd_sc_hd__nor4_4,1
sky130_fd_sc_hd__or2_2,2
sky130_fd_sc_hd__dfxtp_1,48
sky130_fd_sc_hd__nor3b_1,1
sky130_fd_sc_hd__o21ai_1,3
sky130_fd_sc_hd__nor4_1,4
sky130_fd_sc_hd__o211ai_2,2
sky130_fd_sc_hd__clkdlybuf4s50_1,11
sky130_fd_sc_hd__and3_1,9
sky130_fd_sc_hd__xnor2_1,33
sky130_fd_sc_hd__nand3_1,21
sky130_fd_sc_hd__mux4_2,4
sky130_fd_sc_hd__nand4_1,11
sky130_fd_sc_hd__inv_1,16
sky130_fd_sc_hd__and2_4,1
sky130_fd_sc_hd__nor4b_2,2
sky130_fd_sc_hd__a21o_1,1
sky130_fd_sc_hd__mux2i_1,2
sky130_fd_sc_hd__nand2_1,26
sky130_fd_sc_hd__a211oi_1,1
sky130_fd_sc_hd__clkbuf_8,6
sky130_fd_sc_hd__nor3_1,1
sky130_fd_sc_hd__nor2_1,32
sky130_fd_sc_hd__and4bb_1,1
sky130_fd_sc_hd__ha_1,15
sky130_fd_sc_hd__edfxtp_1,13
sky130_fd_sc_hd__o22a_1,2
sky130_fd_sc_hd__nand4_2,1
sky130_fd_sc_hd__or4_4,1
[state kept, by name, summed over array words and instances (netlist names)]
| name | flops |
|---|---|
| S1.sclk | 1 |
| tclk | 20 |
| C1.bcdcount | 16 |
| S1.count | 24 |
[worst max path at each step]
| stage | from | end | slack (ps) | cells past startpoint |
|---|---|---|---|---|
| final | tclk[19]$_DFF_P_ | seg[2] | 890 | 5 |
| after global routing | tclk[19]$_DFF_P_ | seg[0] | 670 | 6 |
| after CTS | tclk[19]$_DFF_P_ | seg[2] | 870 | 5 |
[cell families after synthesis]
kind of cell    count (synthesis)  share of synthesized area (%)
simple gates                  126                           23.5
flops                          61                           46.6
xor+xnor                       40                           12.1
compound gates                 21                           4.79
buf+inv                        19                           2.72
fa+ha+maj                      15                           6.48
mux                             6                           3.80
[area by class of cell]
type / count / area [um^2] / area share (%)
repair buffers: 12 / 118 / 3.63
inverters: 16 / 60.1 / 1.85
flip-flops and latches: 61 / 1350 / 41.7
clock buffers: 7 / 86.3 / 2.66
multi-input cells: 208 / 1470 / 45.2
well taps: 129 / 161 / 4.97
Power and IR drop assume default switching activity.
